### ./config.mk
export PLATFORM = sky130hd
export DESIGN_NAME = Zad_3_1
export DESIGN_NICKNAME = Zad_3_1
export VERILOG_FILES = /design/flow/design.v
export SDC_FILE = /design/flow/constraint.sdc
export NUM_CORES = 4
export LEC_CHECK = 1
export CORE_AREA = 10 10 70 70
export DIE_AREA = 0 0 80 80
### ./constraint.sdc
current_design Zad_3_1

set clk_period 1.0
set clk_io_pct 0.2

create_clock -name clk0 -period $clk_period

set non_clock_inputs [all_inputs -no_clocks]
set_input_delay [expr $clk_period * $clk_io_pct] -clock clk0 $non_clock_inputs
set_output_delay [expr $clk_period * $clk_io_pct] -clock clk0 [all_outputs]
### ./design.v
`timescale 1ns / 1ps
module Zad_3_1(
        input logic[23:0] input0,
        input logic[23:0] input1,
        output logic[47:0] output0
    );
logic[11:0] a0, a1, bo, b1;
assign a0 = input0[11:0];
assign a1 = input0[23:12];
assign b0 = input1[11:0];
assign b0 = input1[23:12];
logic [23:0] tmp;
logic [47:0] result;
assign output0 = result;
always_comb begin
    result = 48'h0;
    tmp = a0*b0;
    result[23:0] = tmp;
    tmp = a1*b0;
    result[35:12] = result[35:12] + tmp;
    tmp = a0*b1;
    result[36:12] = result[35:12] + tmp;
    tmp = a1*b1;
    result[47:24] = result[47:24] + tmp;
end
endmodule
### ./run.sh
#!/bin/bash
# OpenROAD 26Q1-2900-gdf79404cd8, Yosys 0.63+post, stock flow scripts
make -C /OpenROAD-flow-scripts/flow DESIGN_CONFIG=/design/flow/config.mk WORK_HOME=/design/flow/orfs finish
==> flow_summary.toml <==
# generated from flow reports
[synth]
ys_seq_share_pct = 0
yosysTopAreaCell = "buf_4"
synth_top_area_share_pct = 73.5
synth-area-yosys_um2 = 378
yosys_cells = 51
ys_warn_count = 2
yosys-top-cells-area = "buf_4 (74%), and2_2 (16%), and2_1 (6.6%)"
synth_cell_type_count = 5

[outcome]
lastStage = "1_2_yosys"
tool.error = "ERROR: Found 1 problems in 'check -assert'."
outcome = "did not finish"
## cells in the mapped netlist, drive strengths merged
| master | number |
|---|---|
| conb | 1 |
| and2 | 12 |
| buf | 38 |
## cells by family after synthesis
kind of cell,Yosys count,synth area share [%]
buf+inv,38,76.5
simple gates,12,22.5
other cells,1,0.992
