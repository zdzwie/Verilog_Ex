### config.mk
export PLATFORM = sky130hd
export DESIGN_NAME = Zad_5_1
export DESIGN_NICKNAME = Zad_5_1
export VERILOG_FILES = /design/flow/design.v
export SDC_FILE = /design/flow/constraint.sdc
export NUM_CORES = 4
export LEC_CHECK = 1
export CORE_UTILIZATION = 40
### constraint.sdc
current_design Zad_5_1

set clk_period 8.7
set clk_io_pct 0.2

create_clock -name clk0 -period $clk_period [get_ports {clk}]

set non_clock_inputs [all_inputs -no_clocks]
set_input_delay [expr $clk_period * $clk_io_pct] -clock clk0 $non_clock_inputs
set_output_delay [expr $clk_period * $clk_io_pct] -clock clk0 [all_outputs]
### design.v
`timescale 1ns / 1ps
module Zad_5_1(
    input logic clk,
    input logic start,
    output logic ready,
    input logic [23:0] input0,
    input logic [23:0] input1,
    output logic [47:0] output0
    );
logic[11:0] a0,a1,b0,b1;
assign a0 = input0[11:0];
assign a1 = input0[23:12];
assign b0 = input1[11:0];
assign b1 = input1[23:12];
logic[23:0] tmp;
logic[47:0] result;
assign output0 = result;
enum {IDLE=0, P0, P1, P2, DONE} state;
    always_ff @ (posedge clk) begin: fsm
        case(state)
            IDLE: begin
                ready <=1'b0;
                if(start==1'b0) begin
                    state<=IDLE;
                 end
                 else begin
                    result<=48'h0;
                    tmp<=a0*b0;
                    state<=P0;
                end
            end
            P0: begin
                result[23:0]<=tmp;
                tmp <= a1*b0;
                state <=P1;
            end
            P1: begin
                result[35:12]<=result[35:12]+tmp;
                tmp<=a0*b1;
                state<=P2;
            end
            P2: begin
                result[36:12] <= result[35:12] + tmp;
                tmp = a1*b1;
                state<=DONE;
            end
            DONE: begin
                result[47:24]<=result[47:24] + tmp;
                ready<=1'b1;
                state<=IDLE;
            end
       endcase
   end: fsm
endmodule
### run.sh
#!/bin/bash
# OpenROAD 26Q1-2900-gdf79404cd8, Yosys 0.63+post, stock flow scripts
make -C /OpenROAD-flow-scripts/flow DESIGN_CONFIG=/design/flow/config.mk WORK_HOME=/design/flow/orfs finish
==> results.sh <==
# yosys + openroad results
export IMPL_wire_per_inst_um=18.1
export IMPL_synth_warnings=1
export IMPL_grt_max_degree=54
export IMPL_tool_warnings=25
export IMPL_first_pass_iters=23
export IMPL_vias_per_cell=5.25
export IMPL_ys_seq_share_pct=9.50
export IMPL_cts_sinks=78
export IMPL_lay_top_count="inv_1"
export IMPL_n_antenna_cell=0
export IMPL_hold_end="state[3]"
export IMPL_ctsResizeCount=0
export IMPL_cts_setup_buffers=0
export IMPL_status="completed"
export IMPL_synth_cell_area_um2=24100
export IMPL_fin_skew_ps=18.7
export IMPL_whs_path_depth=2
export IMPL_avgSynthCellArea_um2=8.62
export IMPL_drv_cap=0
export IMPL_hold_class="register to register"
export IMPL_p_comb_share_pct=86.6
export IMPL_portBuffers=98
export IMPL_grt_usage_pct=23.5
export IMPL_yosys_area_top_type_share_pct=33.3
export IMPL_yosysCellCount=2799
export IMPL_cts_tree="built"
export IMPL_cp_max_fo=14
export IMPL_switching_share_pct=55.3
export IMPL_row_count=89
export IMPL_yosysTopAreaCell="fa_1"
export IMPL_p_int_mw=4.07
export IMPL_crit_type="primary input to register"
export IMPL_min_from="state[0]"
export IMPL_r2r_slack_ps=5340
export IMPL_drt_total_wl_mm=65.8
export IMPL_edf_count=73
export IMPL_power_per_cell_area_nw_per_um2=342
export IMPL_vias=19109
export IMPL_rsz0062_at_grt="false"
export IMPL_worstSetupStartpoint="input1[15]"
export IMPL_tightestPinTransition_ps=816
export IMPL_htreeDepth=3
export IMPL_drive_above_1_share_pct=3.97
export IMPL_area_growth_pct=9.93
export IMPL_grt_ovfl_total=0
export IMPL_first_iter_violations=921
export IMPL_floorplan_core_util_pct=40.7
export IMPL_power_switching_mw=5.02
export IMPL_die_width_um=248
export IMPL_reg2reg_from="tmp[0]"
export IMPL_synth_distinct_cells=75
export IMPL_antenna_found_initial=1
export IMPL_top_cells_by_area="fa_1 33%, ha_1 15%, edfxtp_1 9.1%"
export IMPL_fillers=5519
export IMPL_final_cell_mix="551 x inv_1, 461 x nand2_1, 402 x fa_1"
export IMPL_grt_pass1_vias=19347
export IMPL_grt_first_pass_wirelength_mm=106
export IMPL_die_h_um=248
export IMPL_leakagePower_nw=13.4
export IMPL_route_detailed_drc=0
export IMPL_ant_nets=0
export IMPL_end_kind="register"
export IMPL_clock_latency_late_pin_ps=360
export IMPL_finalHoldViolations=0
export IMPL_fin_crit_ps=7770
export IMPL_ctsHoldBuffers=0
export IMPL_ir_drop_mv=0.205
export IMPL_worstRegToRegCells=10
export IMPL_relSlewSlack_pct=45.4
export IMPL_setup_viol=0
export IMPL_r2r_end="result[42]"
export IMPL_clockBufferDepth=2
export IMPL_placed_area_um2=26200
export IMPL_worstPathArrival_ps=7870
export IMPL_ys_area_um2=24100
export IMPL_clk_pin_slew_ps=70
export IMPL_clockPowerShare_pct=4.4
export IMPL_place_gp_congestion=0.958
export IMPL_setup_tns_ps=0
export IMPL_start_kind="primary input"
export IMPL_fin_area_um2=26500
export IMPL_core_um2=59400
export IMPL_cp_required_ps=8800
export IMPL_dieArea_um2=61300
export IMPL_dpl_hpwl_mm=53.9
export IMPL_total_power_mw=9.09
export IMPL_cts_buffers=9
export IMPL_holdWs_ps=511
export IMPL_ys_flop_type="edfxtp_1"
export IMPL_cts_root_buf="clkbuf_16"
export IMPL_synthArstFlopShare_pct=0
export IMPL_max_freq_mhz=129
export IMPL_finalMaxSlewViolations=0
export IMPL_ios=99
export IMPL_pwr_share_seq_pct=9.0
export IMPL_synth_flops=78
export IMPL_syn_inst=2799
export IMPL_finalCritPeriodShare_pct=89.3
## how the worst max path moves through the flow
stage	endpoint	slack [ps]	cells past startpoint
after global routing	tmp[22]	640	19
final	tmp[22]	930	19
after CTS	tmp[22]	980	19
## sequential cells by signal (all words and copies together) (netlist names)
name    cells
result     48
tmp        24
state       5
ready       1
## cell type report
cell class	count	area [um2]	area share (%)
Timing Repair Buffer	175	1600	6.02
Clock inverter	7	62.6	0.236
Inverter	553	2080	7.82
Clock buffer	9	225	0.849
Tap cell	773	967	3.65
Sequential cell	78	2290	8.64
Multi-Input combinational cell	2046	19300	72.8
## worst max-delay path, cell delays in order
cell             delay, ps
clkdlybuf4s50_1       1000
nand2_1                180
fa_1                   590
fa_1                   440
fa_1                   540
inv_1                   50
fa_1                   470
inv_1                   50
fa_1                   470
inv_1                   40
ha_1                   370
o21a_1                 170
o21ai_0                100
a211oi_1               460
o21ai_1                170
a31oi_1                270
mux2i_1                300
o221ai_1               160
a221o_1                280
## logic make-up after synthesis
group                      after synthesis  share of synthesized area [%]
AOI/OAI and AO/OA                      365                           9.98
xor gates and xnor gates                97                           3.52
buffers and inverters                  675                           10.5
DFF                                     78                           9.50
and+or+nand+nor                        877                           17.4
adders and majority gates              697                           48.6
muxes                                   10                          0.430
## metrics by stage
stage,cells,worst slack [ps],utilization [%]
2_1_floorplan,2799,1920,-
3_5_place_dp,3625,635,44.2
4_1_cts,3641,979,44.7
5_1_grt,3641,636,44.7
6_report,3641,932,44.7
3_3_place_gp,3625,688,44.2
## layer usage
| layer | global-route usage, % | vias to the layer above | part of all wire [%] |
|---|---|---|---|
| met3 | 7.11 | 80 | 8.3 |
| met5 | 0.159 | - | 0 |
| li1 | - | 8924 | - |
| met1 | 33.4 | 9445 | 42 |
| met2 | 37.5 | 660 | 47 |
| met4 | 3.70 | 0 | 2.0 |
## cell usage after synthesis (9+ instances only)
cell type	n
nand3b_1	9
edfxtp_1	73
o21bai_1	13
a22o_1	10
nor2b_1	12
a21o_1	47
and3_1	14
nand3_1	23
nor2_1	64
o21a_1	15
a31oi_1	19
nand2_1	461
inv_1	551
xor2_1	43
o21ai_0	82
o211ai_1	9
or3_1	11
clkbuf_1	120
nand2b_1	20
a211oi_1	15
o22ai_1	12
nor3_1	15
xnor2_1	54
ha_1	295
and2_1	209
fa_1	402
a21oi_1	79
## power groups by stage
stage         combinational, mW  clock (mW)  sequential (mW)
CTS                        7.89       0.405            0.825
global route               8.82       0.417            0.838
finish                     7.87       0.396            0.822
Power and IR drop assume default switching activity.
